**design.v**
```verilog
module tx_framer(netclk, reset, txdata, flag_fill, data_in, data_available, data_consumed, eop, underrun, active);
   input         netclk;
   input 	 reset;
   output 	 txdata;
   input 	 flag_fill;
   input [7:0]   data_in;
   input 	 data_available;
   output        data_consumed;
   input 	 eop;
   output 	 underrun;
   output 	 active;
   reg [4:0] 	 state;
   parameter IDLE = 5'b00001;
   parameter OPENING_FLAG = 5'b00010;
   parameter IN_FRAME = 5'b00100;
   parameter FCS = 5'b01000;
   parameter CLOSING_FLAG = 5'b10000;
   wire [15:0] 	 new_crc;
   reg [15:0] 	 lfsr;
   wire 	 need_zero_insert;
   wire 	 txdata;
   reg [7:0] 	 data;
   reg [4:0] 	 bitn;
   reg [4:0] 	 out_bits;
   reg 		 data_consumed;
   reg 		 underrun;
   assign new_crc[0]  = txdata ^ lfsr[15];
   assign new_crc[1]  = lfsr[0];
   assign new_crc[2]  = lfsr[1];
   assign new_crc[3]  = lfsr[2];
   assign new_crc[4]  = lfsr[3];
   assign new_crc[5]  = lfsr[4] ^ txdata ^ lfsr[15];
   assign new_crc[6]  = lfsr[5];
   assign new_crc[7]  = lfsr[6];
   assign new_crc[8]  = lfsr[7];
   assign new_crc[9]  = lfsr[8];
   assign new_crc[10] = lfsr[9];
   assign new_crc[11] = lfsr[10];
   assign new_crc[12] = lfsr[11] ^ txdata ^ lfsr[15];
   assign new_crc[13] = lfsr[12];
   assign new_crc[14] = lfsr[13];
   assign new_crc[15] = lfsr[14];
   assign need_zero_insert = (state == IN_FRAME) && (out_bits[4:0] == 5'b11111);
   assign txdata = need_zero_insert ? 1'b0 : ((state == IDLE) ? 1'b1 : ((state == FCS) ? !lfsr[15] : data[0]));
   assign active = (state != IDLE);
   always @(negedge netclk or posedge reset)
     begin
	if (reset)
	  begin
	     state <= IDLE;
	     underrun <= 1'b0;
	  end
	else
	  begin
	     case (state)
	       IDLE:
		 begin
		    data <= 8'h7E;
		    bitn <= 0;
		    if (flag_fill)
		      begin
			 state <= CLOSING_FLAG;
		      end
		    else if (data_available)
		      begin
			 state <= OPENING_FLAG;
		      end
		    else
		      begin
			 state <= IDLE;
		      end
		 end
	       OPENING_FLAG:
		 begin
		    if (bitn == 7)
		      begin
			 bitn <= 0;
			 out_bits <= 5'b00000;
			 lfsr <= 16'hffff;
			 state <= IN_FRAME;
			 data <= data_in;
			 data_consumed <= 1'b1;
		      end
		    else
		      begin
			 data_consumed <= 1'b0;
			 bitn <= bitn + 1;
			 data <= { 1'b1, data[7:1] };
		      end
		 end
	       IN_FRAME:
		 begin
		    out_bits <= { txdata, out_bits[4:1] };
		    if (!need_zero_insert)
		      begin
			 lfsr[15:0] <= new_crc[15:0];
			 if (bitn == 7)
			   begin
			      bitn <= 0;
			      if (!eop && data_available)
				begin
				   data <= data_in;
				   data_consumed <= 1'b1;
				end
			      else if (!eop)
				begin
				   state <= CLOSING_FLAG;
				   data <= 8'hff;   
				   underrun <= 1'b1;
				end
			      else
				begin
				   state <= FCS;
				end
			   end
			 else
			   begin
			      data_consumed <= 1'b0;
			      bitn <= bitn + 1;
			      data <= { 1'b1, data[7:1] };
			   end  
		      end  
		 end  
	       FCS:
		 begin
		    data_consumed <= 1'b0;
		    out_bits <= { txdata, out_bits[4:1] };
		    if (!need_zero_insert)
		      begin
			 if (bitn == 15)
			   begin
			      bitn <= 0;
			      state <= CLOSING_FLAG;
			      data <= 8'h7e;
			   end
			 else
			   begin
			      bitn <= bitn + 1;
			      lfsr <= { lfsr[14:0], 1'b1 };
			   end  
		      end  
		 end
	       CLOSING_FLAG:
		 begin
		    data <= { 1'b1, data[7:1] };
		    if (bitn == 7)
		      begin
			 bitn <= 0;
			 data <= 8'h7e;
			 state <= flag_fill ? CLOSING_FLAG : IDLE;
		      end
		    else
		      begin
			 bitn <= bitn + 1;
		      end
		 end
 	     endcase  
	  end  
     end  
endmodule  
```
**run.sh**
```bash
#!/bin/bash
# OpenROAD 26Q1-2900-gdf79404cd8, Yosys 0.63+post, stock flow scripts
make -C /OpenROAD-flow-scripts/flow DESIGN_CONFIG=/design/flow/config.mk WORK_HOME=/design/flow/orfs finish
```
**config.mk**
```make
export PLATFORM = sky130hd
export DESIGN_NAME = tx_framer
export DESIGN_NICKNAME = tx_framer
export VERILOG_FILES = /design/flow/design.v
export SDC_FILE = /design/flow/constraint.sdc
export NUM_CORES = 4
export LEC_CHECK = 1
export CORE_UTILIZATION = 50
```
**constraint.sdc**
```tcl
current_design tx_framer

set clk_period 5.6
set clk_io_pct 0.2

create_clock -name clk0 -period $clk_period [get_ports {netclk}]

set non_clock_inputs [all_inputs -no_clocks]
set_input_delay [expr $clk_period * $clk_io_pct] -clock clk0 $non_clock_inputs
set_output_delay [expr $clk_period * $clk_io_pct] -clock clk0 [all_outputs]
```
==> run_results.csv <==
group,metric,value,unit
outcome,outcome,"finished, final reports clean",
worst_setup_path,critical_path_arrival,4.43,ns
floorplanning,die_w,65.0,um
timing,finalHoldViolCount,0,
global_route,grt-ovfl-total,0,
synthesis,ys_cells,174,
worst_setup_path,required,4.48,ns
floorplanning,chipArea,0.00422,mm^2
clock_network,cts_hold_buf,0,
place,place_congestion,0.872,
timing,setup_ws,0.0471,ns
run,warning_count,63,
clock_network,clock_latency,0.36,ns
worst_setup_path,rr_endpoint,"lfsr[7]",
synthesis,ys.flops,41,
timing,slew_headroom,61.4,%
detailed_routing,drt_wl_total,3750,um
timing,whs,0.409,ns
worst_setup_path,cp-end-kind,"output port",
synthesis,yosys_most_used_dff,"edfxtp_1",
clock_network,cts_sinks,41,
floorplanning,ios,17,
run,cap_violations,0,
clock_network,htreeDepth,2,
detailed_routing,vias_per_cell,5.27,
clock_network,cts_root_buf,"clkbuf_8",
detailed_routing,vias,1507,
worst_setup_path,startpoint,"state[3]",
detailed_routing,num_antenna_cells,0,
detailed_routing,drt_iter0_markers,67,
floorplanning,die_h,65.0,um
global_route,track_usage,21.8,%
timing,setup_viol,0,
global_route,grt_max_degree,20,
synthesis,top_area_cell,"edfxtp_1",
clock_network,clk_path_buf_depth,2,
synthesis,ys_chip_area,0.00198,mm^2
power_and_ir_drop,max-vdd-ir-drop,0.153,mV
floorplanning,rows,22,
timing,rsz0062_at_grt,"false",
floorplanning,core,0.00374,mm^2
synthesis,syn_area,0.00198,mm^2
global_route,grt_pass1_wl,6530,um
place,hpwl,2550,um
synthesis,yosys_warnings,1,
detailed_routing,drc,0,
power_and_ir_drop,p_leak,0.00107,uW
synthesis,edf_count,35,
detailed_routing,antenna_left,0,
final_layout,fin_util,66.8,%
synthesis,synth.distinct_cells,43,
place,pre_cts_ws,0.110,ns
timing,worst_pin_slew,0.576,ns
final_layout,drive_gt1_share,18.9,%
worst_setup_path,endpoint,"active",
worst_setup_path,regToRegSetupSlack,3.45,ns
worst_setup_path,crit_type,"reg2out",
detailed_routing,avgRoutedWirePerCell,13.1,um
clock_network,cts_buffers,5,
worst_setup_path,r2r_start,"bitn[0]",
synthesis,ys_top_cells_by_count,"edfxtp_1, nor2_1, or2_2",
final_layout,area.growth.synth_to_final,26.1,%
synthesis,yosys.area.top_type_share,53.0,%
power_and_ir_drop,power.density,318,mW/mm^2
worst_hold_path,hp-class,"reg2reg",
timing,fin_setup_tns,0,ns
synthesis,syn-mean-instance-area,11.4,um^2
worst_setup_path,reg2reg_depth,6,
detailed_routing,first_pass_iters,4,
global_route,grt_antenna_before_repair,0,
timing,slew_viol_final,0,
place,io_buffer_count,16,
timing,fin_skew,0.0640,ns
final_layout,stdcell_count,286,
clock_network,cts_tree,"built",
synthesis,synthCells,174,
synthesis,topCellsByArea,"edfxtp_1, dfrtn_1, nor2_1, or2_2, o21ai_0",
worst_setup_path,worst-path-max-fanout,5,
synthesis,postSynthSeqShare,60.6,%
place,dp.cells,238,
global_route,first_global_vias,1466,
clock_network,cts.clk_slew.worst_paths,0.06,ns
worst_hold_path,min_path_cells,1,
synthesis,yosysMostFrequentCell,"edfxtp_1",
worst_setup_path,critPathLaunchType,"flip-flop",
floorplanning,fp_util,53.0,%
synthesis,synthArstFlopShare,14.6,%
## cells in the final DEF, fill, tap and decap left out, drive strengths merged, types with 3 or more instances in the layout
master and n:
nand3 3, nand2b 4, inv 43, nor3 8, edfxtp 35, clkbuf 5, buf 13, nor2 24
nand2 11, dfrtn 5, ha 3, nor2b 7, o21ai 10, clkdlybuf4s50 15, a21oi 9, or2 13
## timing repair
| action | CTS | global route |
|---|---|---|
| endpoints found under the setup margin | 1 | 0 |
| resized | 3 | 0 |
| setup buffers | 5 | 0 |
## sequential cells by signal, summed over array words and instances (netlist names)
name	count
bitn	5
data	8
data_consumed	1
lfsr	16
out_bits	5
state	5
underrun	1
## cells by family after synthesis
kind of cell | Yosys count | share of synthesized area, %
xor gates and xnor gates | 3 | 1.33
AOI/OAI and AO/OA | 36 | 11.9
buffers and inverters | 14 | 3.34
adders and majority gates | 3 | 1.89
and+or+nand+nor | 77 | 20.9
DFF | 41 | 60.6
## worst max-delay path, stage by stage (launching register included)
cell	delay [ns]
dfrtn_1	0.37
buf_4	0.16
nor3_4	0.29
nand2b_2	0.10
clkdlybuf4s50_1	0.40
## where the power goes
group	internal [uW]	total [uW]	leakage, uW	switching, uW
sequential	368	391	0.000380	23.7
combinational	50.6	103	0.000454	52.0
clock	125	302	0.000241	177
## metrics by stage
stage,total power (uW),cell area [um^2]
after floorplan,495,1980
after global placement,529,2230
after detailed placement,531,2230
after CTS,803,2500
after global routing,853,2500
final,796,2500
## cell type report
class | count | area, um^2
inverter | 5 | 18.8
clock inverter | 39 | 161
timing repair buffer | 29 | 256
sequential | 41 | 1200
multi-input combinational | 119 | 732
tap | 48 | 60.1
clock buffer | 5 | 68.8
fill | 294 | 1240
## worst min path at each step
stage / startpoint / to / slack, ns
after CTS: underrun / underrun / 0.41
after global routing: underrun / underrun / 0.44
final: underrun / underrun / 0.41
## per-layer routing
layer  vias to the layer above  track usage [%]  routed length (um)
met1                       704             38.3                1850
met4                         0             3.33                  46
li1                        755                -                   -
met2                        43             30.5                1690
met5                         -                0                   0
met3                         5             6.07                 169
Power figures rest on the tool's default switching activity, not on a simulated workload.
