===== ./run.sh =====
#!/bin/bash
# OpenROAD 26Q1-2900-gdf79404cd8, Yosys 0.63+post, stock flow scripts
make -C /OpenROAD-flow-scripts/flow DESIGN_CONFIG=/design/flow/config.mk WORK_HOME=/design/flow/orfs finish

===== ./config.mk =====
export PLATFORM = sky130hd
export DESIGN_NAME = clock_detect
export DESIGN_NICKNAME = clock_detect
export VERILOG_FILES = /design/flow/design.v
export SDC_FILE = /design/flow/constraint.sdc
export NUM_CORES = 4
export LEC_CHECK = 1
export CORE_AREA = 10 10 70 70
export DIE_AREA = 0 0 80 80

===== ./constraint.sdc =====
current_design clock_detect

set clk_period 1.9
set clk_io_pct 0.2

create_clock -name clk0 -period $clk_period [get_ports {clk}]

set non_clock_inputs [all_inputs -no_clocks]
set_input_delay [expr $clk_period * $clk_io_pct] -clock clk0 $non_clock_inputs
set_output_delay [expr $clk_period * $clk_io_pct] -clock clk0 [all_outputs]

===== ./design.v =====
module clock_detect(netclk, clk, reset, no_clock);
   input netclk;
   input clk;
   input reset;
   output no_clock;
   reg 	       clk_detect_ff;
   reg [10:0]  clk_detect_count;
   reg 	       no_clock;
   always @(posedge clk or posedge reset)
     begin
	if (reset)
	  begin
	     clk_detect_ff <= 1'b0;
	     clk_detect_count <= 11'd0;
	     no_clock <= 1'b0;
	  end
	else
	  begin
	     clk_detect_ff <= netclk;
	     if (netclk && !clk_detect_ff)
	       begin
		  no_clock <= 1'b0;
		  clk_detect_count <= 11'd0;
	       end
	     else
	       begin
		  clk_detect_count <= clk_detect_count + 1;
		  if (clk_detect_count == 11'd2047)
		    begin
		       no_clock <= 1'b1;
		    end
	       end  
	  end  
     end  
endmodule  

==> impl_metrics.env <==
# flow metrics
export IMPL_finalClockSkew_ns=0.005253
export IMPL_max_freq_mhz=672.5
export IMPL_hold_buffers=0
export IMPL_clkSlewWorstSetupHoldPaths_ns=0.08
export IMPL_power_sequential_fraction=0.580
export IMPL_grt_first_pass_wirelength_um=1794
export IMPL_crit_reg2reg_capture="clk_detect_count[10]"
export IMPL_cellPowerDensity_mw_per_mm2=827.0
export IMPL_max_cap_violations=0
export IMPL_timing_critical_path_depth=1
export IMPL_slew_violations=0
export IMPL_synthesis_instances=56
export IMPL_synth_async_sr_flop_share=1.000
export IMPL_top_ff_cell_synth="sky130_fd_sc_hd__dfrtp_1"
export IMPL_layout_drive_gt1_share=0.1111
export IMPL_cp_arrival_ns=1.11
export IMPL_crit_path_start="no_clock"
export IMPL_route_vias_total=420
export IMPL_timing_hold_worst_class="primary input to asynchronous set/reset pin"
export IMPL_worstPathMaxFanout=2
export IMPL_finalHoldViolations=0
export IMPL_timing_slew_headroom=0.6735
export IMPL_critical_path_endpoint="no_clock"
export IMPL_synth_top_cell_by_count="sky130_fd_sc_hd__dfrtp_1"
export IMPL_crit_required_ns=1.52
export IMPL_ys_seq_share=0.5579
export IMPL_effective_utilization_at_floorplan=0.1707
export IMPL_grt_start_max_net_pins=14
export IMPL_power_switching_fraction=0.2690
export IMPL_cts_root_buf="sky130_fd_sc_hd__clkbuf_4"
export IMPL_tritoncts="built"
export IMPL_comb_power_frac=0.125
export IMPL_max_vdd_ir_drop_mv=0.5131
export IMPL_netlist_top_cells_area="sky130_fd_sc_hd__dfrtp_1, sky130_fd_sc_hd__a21oi_1, sky130_fd_sc_hd__o31ai_1"
export IMPL_final_comb_area_um2=242.7
export IMPL_critical_path_max_stage_delay_ns=0.47
export IMPL_yosys_top_cells_count="sky130_fd_sc_hd__dfrtp_1, sky130_fd_sc_hd__a21oi_1, sky130_fd_sc_hd__nand2_1"
export IMPL_ios=4
export IMPL_buffer_ports_inserted=3
export IMPL_tritoncts_num_sinks=13
export IMPL_cts_made_buffers=3
export IMPL_drtIter0Drc=15
export IMPL_r2r_start="clk_detect_count[0]"
export IMPL_drc_errors=0
export IMPL_fp_coreArea_mm2=0.003416
export IMPL_crit_path_top_delay_cell="sky130_fd_sc_hd__clkdlybuf4s50_1"
export IMPL_routabilityCongestion=0.7644
export IMPL_finalSetupViolCount=0
export IMPL_grt_remaining_overflow=0
export IMPL_clock_path_buffers=2
export IMPL_internal_power_w=0.0004236
export IMPL_synth_largest_type_area_fraction=0.5579
export IMPL_synthesis_yosys_warnings=1
export IMPL_power_switching_w=0.0001559
export IMPL_first_global_vias=433
export IMPL_post_cts_buffers=0
export IMPL_post_drt_via_cell_ratio=3.853
export IMPL_die_w_um=80
export IMPL_syn_area_um2=583.1
export IMPL_layout_cell_area_non_filler_um2=700.7
export IMPL_antenna_violations_before_repair=0
export IMPL_outcome="finished clean"
export IMPL_fin_crit_sh=0.7826
export IMPL_critPathBufInv=1
export IMPL_clock_tree_htree_level_count=1
export IMPL_log_warning_count=25
export IMPL_die_area_mm2=0.006400
export IMPL_post_synth_num_cell_types=22
export IMPL_p_clk_frac=0.294
export IMPL_timing_setup_tns_ns=0
export IMPL_crit_path_end_kind="primary output"
export IMPL_finalWorstPathRequiredPeriod_ns=1.487
export IMPL_dp_hpwl_um=724.9
export IMPL_placed_area_um2=674.4
export IMPL_reg_to_reg_setup_timing_slack_ns=0.51
export IMPL_synthesized_chip_area_reported_by_yosys_um2=583.1
export IMPL_insertion_delay_ns=0.27
export IMPL_crit_family="buffers and inverters"
export IMPL_fp_row_count=21
export IMPL_crit_type="flip-flop to primary output"
export IMPL_edf_count=0
export IMPL_critical_path_cell_chain="clkdlybuf4s50_1"
export IMPL_rsz0062_at_grt="no"
export IMPL_postRouteAntennaNets=0
export IMPL_yosysTopAreaCell="sky130_fd_sc_hd__dfrtp_1"
export IMPL_antenna_diode_count=0
export IMPL_syn_to_final_growth_pct=20.17
export IMPL_cts_repair_resized=0
export IMPL_postRouteWirelength_um=1010
export IMPL_worstRegToRegCells=4
export IMPL_setup_worst_path_start_class="flip-flop"
export IMPL_num_fill_cells=380
export IMPL_die_height_um=80
export IMPL_register_bit_count_reported_by_yosys=13
export IMPL_mean_area_per_synthesized_cell_um2=10.41
export IMPL_detail_route_first_pass_iterations=4
export IMPL_groute_usage_overall=0.03373
export IMPL_register_area_um2=325.3
export IMPL_worst_slew_pin_transition_ns=0.4892
export IMPL_total_leakage_power_nw=0.2803
export IMPL_synth_cells_yosys=56
export IMPL_wl_per_cell_um=9.266
-- layer usage --
metal / global-route usage / routed length, um / vias up
li1: - / - / 211
met5: 0 / 0 / -
met2: 0.05136 / 440 / 9
met3: 0.01477 / 64 / 0
met4: 0.001761 / 0 / 0
met1: 0.04536 / 505 / 200
-- cell usage in the layout (no fill, tap or decap), drive strengths merged --
cell type and instances:
a21oi 5, and2 1, buf 1, clkbuf 4
clkdlybuf4s50 3, dfrtp 13, ha 1, inv 3
mux2i 1, nand2 5, nand2b 2, nand3 4
nor2 4, nor2b 1, o21ai 3, o31ai 3
or3 2, or4 4, xnor2 1, xor2 2
-- logic make-up (layout without fill, tap and decap cells) --
group                    Yosys count  count (layout)  synth area share
AND/OR/NAND/NOR                   23              23            0.2253
flip-flops                        13              13            0.5579
AND-OR/OR-AND                     11              11            0.1073
buffers and inverters              4              11           0.02574
XOR/XNOR                           3               3           0.04507
adder cells (fa/ha/maj)            1               1           0.02146
multiplexers                       1               1           0.01717
-- layout make-up --
type,count,area share
flip-flops and latches,13,0.4643
multi-input cells,39,0.3464
well taps,46,0.08214
repair buffers,4,0.05357
clock buffers,4,0.03750
inverters,3,0.01607
-- state kept, by name, indices dropped and copies added (netlist names) --
| signal | flops |
|---|---|
| clk_detect_ff | 1 |
| clk_detect_count | 11 |
| no_clock | 1 |
-- worst min-delay path by stage --
stage,endpoint,slack [ns],cells past startpoint
global route,no_clock,0.45,2
finish,no_clock,0.42,2
CTS,no_clock,0.43,2
-- power by group through the flow --
stage / clock network (W) / registers (W) / logic (W)
after global routing: 0.000187 / 0.000342 / 0.0000862
final: 0.000171 / 0.000336 / 0.0000725
after CTS: 0.000176 / 0.000336 / 0.0000743
-- worst register-to-register path, stage by stage, from the launching register on --
cell and delay (ns):
sky130_fd_sc_hd__dfrtp_1 0.37, sky130_fd_sc_hd__ha_1 0.21, sky130_fd_sc_hd__nand2_1 0.12, sky130_fd_sc_hd__or4_4 0.44, sky130_fd_sc_hd__mux2i_1 0.13
-- through the flow --
stage	hold slack [ns]	setup slack (ns)	utilization	std cells	total power, W
2_1_floorplan	0.2570	0.5964	-	56	0.0003937
3_3_place_gp	0.4423	0.5414	0.1974	105	0.0004125
3_5_place_dp	0.4592	0.4975	0.1974	105	0.0004158
4_1_cts	0.4275	0.4003	0.2051	109	0.0005864
5_1_grt	0.4500	0.3589	0.2051	109	0.0006149
6_report	0.4166	0.4131	0.2051	109	0.0005795
Power is estimated from default activity; no workload was simulated.
